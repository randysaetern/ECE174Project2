==> design.v <==
module IDEX (input [7:0] control, input [31:0] pcp, Read1, Read2,Imm, input [5:0] func1,func2, input [4:0]R2, R3,input clk,reset,wipe,power, output reg [7:0] controlOUT, output reg[31:0] pcpOUT,Read1OUT,Read2OUT,ImmOUT,output reg [5:0] func1OUT,func2OUT,output reg [4:0] R2OUT,R3OUT );
	always @(negedge clk) 
	begin
		if(reset|wipe) begin
			controlOUT <= 0;
			Read1OUT <=0;
			Read2OUT <= 0;
			ImmOUT <= 0;
			func1OUT <= 0;
			func2OUT <=0;
			R2OUT <=0;
			R3OUT <= 0;
			pcpOUT <= 0;
		end
		else if (power)begin
			controlOUT <= control;
			Read1OUT <=Read1;
			Read2OUT <= Read2;
			pcpOUT <= pcp;
			ImmOUT <= Imm;
			R2OUT <= R2;
			R3OUT <= R3;
			func1OUT <= func1;
			func2OUT <= func2;
		end
	end
endmodule
==> run.sh <==
#!/bin/bash
# OpenROAD 26Q1-2900-gdf79404cd8, Yosys 0.63+post, stock flow scripts
make -C /OpenROAD-flow-scripts/flow DESIGN_CONFIG=/design/flow/config.mk WORK_HOME=/design/flow/orfs finish
==> config.mk <==
export PLATFORM = sky130hd
export DESIGN_NAME = IDEX
export DESIGN_NICKNAME = IDEX
export VERILOG_FILES = /design/flow/design.v
export SDC_FILE = /design/flow/constraint.sdc
export NUM_CORES = 4
export LEC_CHECK = 1
export CORE_AREA = 10 10 199 199
export DIE_AREA = 0 0 209 209
==> constraint.sdc <==
current_design IDEX

set clk_period 7.2
set clk_io_pct 0.2

create_clock -name clk0 -period $clk_period [get_ports {clk}]

set non_clock_inputs [all_inputs -no_clocks]
set_input_delay [expr $clk_period * $clk_io_pct] -clock clk0 $non_clock_inputs
set_output_delay [expr $clk_period * $clk_io_pct] -clock clk0 [all_outputs]
==> deck_impl_summary.md <==
Synthesis and Place & Route Summary

Clock network
  • H-tree Lvls: 4
  • Post-cts resize count: 0
  • Root buf cell: clkbuf_16
  • Setup Fix Bufs, Post-CTS: 0
  • Hold_buf cts: 0
  • Clk sink count: 158
  • TritonCTS clock tree: yes
  • Clk latency late pin: 0.46 ns
  • Clock-pin slew on the worst setup and hold paths: 0.04 ns
  • Max Buffers Root-to-Sink: 2
  • CTS buffer count: 17

STA
  • Slew Limit Headroom: 56.49%
  • Clk_skew: 0 ns
  • RSZ-0062 raised after global routing: false
  • Worst hold margin: 0.4827 ns
  • Max Slew Vio Count: 0
  • Setup TNS: 0 ns
  • Final Hold Violation Tally: 0
  • Endpoints failing setup: 0
  • Least-Margin Pin Slew: 0.6527 ns

Worst setup path
  • Critical path fanouts, max: 2
  • Setup CP Type: reg2out
  • Family with the most delay on the worst path: buffers and inverters
  • Crit-path max cell delay: 0.53 ns
  • Crit path launch type: flip-flop
  • CP required: 5.76 ns
  • Worst-path cell chain: clkdlybuf4s50_1
  • CP arrival: 4.92 ns
  • Slowest CP cell: clkdlybuf4s50_1
  • Crit end category: primary output
  • CP Buf/Inv Count: 1

Final layout
  • Synth-to-layout area growth: 83.57%
  • Most used logic cell in the final layout: clkdlybuf4s50_1
  • Top Layout Cells: clkdlybuf4s50_1 (318), dfxtp_1 (158), mux2i_1 (158), nor2_1 (158), inv_1 (158)
  • Layout cells sized above 1: 4.618%
  • Flop area: 0.003163 sq mm
  • Layout Cells excl Fill: 1457
  • FILL cells: 3631
  • Logic area: 0.002183 sq mm

Routing
  • Final WL: 20.05 mm
  • N_diodes: 0
  • Avg Vias per Cell: 3.561
  • First drt pass iteration count: 4
  • Drc violations: 0
  • Post-DR wirelength/cell: 13.76 microns
  • Post-route ant nets: 0
  • Vias: 5188
  • Iteration-0 DRC Markers: 132

Placement
  • DP Cell Count: 1268
  • Dpl hpwl: 14.21 mm
  • Port Buf Inserts: 319
  • Placer Congestion: 0.7503

Logic synthesis
  • Mapped Area: 0.005705 sq mm
  • Syn_area_per_cell: 11.14 sq um
  • Synth Seq Share: 55.44%
  • Synth cell types: 8
  • Ys cells: 512
  • Post-synth regs: 158
  • Post-Syn Instances: 512
  • Synth warnings: 1
  • Yosys synthesis chip area: 0.005705 sq mm

Power
  • Leak: 4.820 nW
  • Worst VDD drop: 155.4 uV
  • Pwr Total: 2.468 mW
  • Pwr/cell area: 235.7 mW/mm^2

Floorplanning
  • Number of cell rows: 69
  • Core area: 0.03540 sq mm
  • Chip area: 0.04368 sq mm
  • Floorplan core density: 16.12%
  • Ports: 320
  • Die height: 209 microns
  • Die width: 209 microns

Global routing
  • GR Util met3: 5.706%
  • First-pass GRT wire length: 30.48 mm
  • Vias in the first global route: 5674
  • GRT Util Overall: 8.815%
  • Most used routing layer: met2
  • Grt met1 use: 9.086%
  • Initial antenna violation count: 0
  • Largest net degree at the start of global routing: 89
  • Met2 Use GR: 13.89%
  • GRT Residual Overflow: 0

Worst hold path
  • Worst Hold Class: reg2reg

Job
  • Number of max-cap violations: 0
  • OpenROAD warning count: 183

Status
  • Outcome: completed
-- stage by stage --
step           utilization (%)  worst slack [ns]  cell area (sq um)
2_1_floorplan                -             1.380               5705
3_3_place_gp             26.21            0.8179               9276
3_5_place_dp             26.21            0.8146               9276
4_1_cts                  29.59            0.8086              10470
5_1_grt                  29.59            0.7574              10470
6_report                 29.59            0.8362              10470
-- synth_stat cells (all sizes together) --
cell / n / share of area, %
dfxtp: 158 / 55
mux2i: 158 / 28
nor2: 158 / 10
buf: 33 / 6.1
clkbuf: 3 / 0.20
inv: 1 / 0.066
or2: 1 / 0.11
-- where the power goes --
| part | leakage [nW] | switching [mW] | internal, mW | total, mW |
|---|---|---|---|---|
| logic | 2.39 | 0.0810 | 0.172 | 0.253 |
| clock network | 1.14 | 0.647 | 0.643 | 1.29 |
| registers | 1.29 | 0.0138 | 0.911 | 0.925 |
| total | 4.82 | 0.742 | 1.73 | 2.47 |
-- logic make-up (layout without fill, tap and decap cells) --
| group | count (synthesis) | after routing | synth area share [%] |
|---|---|---|---|
| buffers and inverters | 37 | 521 | 6.338 |
| flip-flops | 158 | 158 | 55.44 |
| AND/OR/NAND/NOR | 159 | 159 | 10.50 |
| multiplexers | 158 | 158 | 27.72 |
-- registers in the layout (all words and copies together), names as in the netlist --
register    cells
ImmOUT         32
Read1OUT       32
Read2OUT       32
pcpOUT         32
controlOUT      8
func1OUT        6
func2OUT        6
R2OUT           5
R3OUT           5
-- final timing paths --
path | from | to | slack [ns] | depth (start not counted)
hold / removal | func2OUT[4]$_SDFFE_NP0P_ | func2OUT[4]$_SDFFE_NP0P_ | 0.48 | 2
setup reg to reg | Read1OUT[2]$_SDFFE_NP0P_ | Read1OUT[2]$_SDFFE_NP0P_ | 6.58 | 2
hold reg to reg | func2OUT[4]$_SDFFE_NP0P_ | func2OUT[4]$_SDFFE_NP0P_ | 0.48 | 2
setup / recovery | Read2OUT[13]$_SDFFE_NP0P_ | Read2OUT[13] | 0.84 | 1
-- cell type report --
cell class / instances / area share (%)
Clock buffer: 17 / 4.062
Clock inverter: 173 / 7.407
Multi-Input combinational cell: 317 / 20.85
Sequential cell: 158 / 30.20
Tap cell: 461 / 5.507
Timing Repair Buffer: 331 / 31.98
-- worst min-delay path, stage by stage (launching register included) --
cell,delay (ns)
dfxtp_1,0.31
mux2i_1,0.06
nor2_1,0.07
-- metal layers --
layer,share of wire [%],up-vias
met4,2.0,0
met3,10,30
met5,0,-
li1,-,2638
met1,39,2300
met2,49,220
Power is estimated from default activity; no workload was simulated.
