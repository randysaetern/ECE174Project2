**flow/design.v**
```verilog
module control(input [5:0] OP, input [2:0] state,input clk, reset, power, output[7:0] out);
	wire regdst,branch,memread,memtoreg,ALUOP,memwrite,ALUSrc,regwrite;
	assign regdst = ((OP==6'b000000))? 1:0; 
	assign branch =((OP == 6'd4|OP == 6'd5|OP == 6'd6 | OP == 6'b000010))? 1:0; 
	assign memread = ((OP == 6'b100011))? 1:0;
	assign memtoreg = ((OP == 6'b100011))? 1:0;
	assign ALUOP =((OP == 6'b001000 | OP == 6'b001001 | OP ==6'b000000| OP == 6'b100011 | OP == 6'b101011 | OP == 6'b000010))? 1:0;
	assign memwrite = ((OP == 6'b101011))? 1:0;
	assign ALUSrc = ((OP == 6'b001000 | OP == 6'b001001| OP == 6'b101011 | OP == 6'b100011))? 1:0;
	assign regwrite = ((OP == 6'b000000 | OP == 6'b001000 | OP == 6'b001001| OP == 6'b100011))? 1:0;
	assign out = {regdst,branch,memread,memtoreg,ALUOP,memwrite,ALUSrc,regwrite};
endmodule
```
**flow/run.sh**
```bash
#!/bin/bash
# OpenROAD 26Q1-2900-gdf79404cd8, Yosys 0.63+post, stock flow scripts
make -C /OpenROAD-flow-scripts/flow DESIGN_CONFIG=/design/flow/config.mk WORK_HOME=/design/flow/orfs finish
```
**flow/config.mk**
```make
export PLATFORM = sky130hd
export DESIGN_NAME = control
export DESIGN_NICKNAME = control
export VERILOG_FILES = /design/flow/design.v
export SDC_FILE = /design/flow/constraint.sdc
export NUM_CORES = 4
export LEC_CHECK = 1
export CORE_AREA = 10 10 70 70
export DIE_AREA = 0 0 80 80
```
**flow/constraint.sdc**
```tcl
current_design control

set clk_period 2.1
set clk_io_pct 0.2

create_clock -name clk0 -period $clk_period

set non_clock_inputs [all_inputs -no_clocks]
set_input_delay [expr $clk_period * $clk_io_pct] -clock clk0 $non_clock_inputs
set_output_delay [expr $clk_period * $clk_io_pct] -clock clk0 [all_outputs]
```
==> flow_summary.json <==
{
  "outcome": "finished, final reports clean",
  "worst_setup_path_start_kind": "primary input",
  "viasPerCell": 2.602,
  "power.share.combinational": 1.000,
  "timing.critical_path.slowest_stage_cell": "sky130_fd_sc_hd__clkdlybuf4s50_1",
  "dr.first_iter.drc_count": 3,
  "core_region_area_um2": 3416,
  "routed_wl_um": 682,
  "grtUsageMet3": 0.002273,
  "p_leak_nw": 0.1818,
  "globalplace.congestion": 0.7636,
  "synth_seq_share": 0,
  "chip_area_estimate_from_yosys_synthesis_um2": 118.9,
  "holdWs_ns": 1.181,
  "crit_required_ns": 1.68,
  "cell_class_contributing_the_biggest_share_of_worst_path_delay": "buffers and inverters",
  "die_w_um": 80,
  "p_seq_frac": 0,
  "ys.warnings.count": 0,
  "hp-class": "in -> out",
  "detail_route.drc_violations": 0,
  "ir_drop_v": 0.00001421,
  "global_route_wire_length_before_repair_um": 1131,
  "top_area_frac": 0.1263,
  "area.sequential_um2": 0,
  "path_max_fanout": 4,
  "initial_utilization": 0.03480,
  "switching_share": 0.4513,
  "report.final.slew_viol_count": 0,
  "row_count": 21,
  "final_cells": 88,
  "crit_type": "in -> out",
  "design_area_um2": 372.9,
  "chip_height_um": 80,
  "final.min_clock_period_ns": 2.057,
  "syn_inst": 22,
  "placed_cells_incl_taps": 87,
  "critPathArrivalTime_ns": 1.64,
  "dpl_cell_area_um2": 354.1,
  "overflow_after_grt": 0,
  "floorplan.io_pins": 20,
  "worstPathBufferInverterCount": 3,
  "final_antenna_net_count": 0,
  "stage_log_warnings": 38,
  "via_total_after_detailed_routing": 229,
  "critPathMaxStageDelay_ns": 0.47,
  "finish.utilization": 0.1092,
  "syn_area_per_cell_um2": 5.403,
  "final-hold-violation-count": 0,
  "synth.largest_area_cell": "sky130_fd_sc_hd__nand2_1",
  "timing.final.crit_share": 0.9793,
  "first_global_vias": 221,
  "buffer_ports.inserted": 14,
  "yosys_cells": 22,
  "setup_violations": 0,
  "setup_total_negative_slack_ns": 0,
  "synth.area.top_cells": "sky130_fd_sc_hd__nand2_1 13%, sky130_fd_sc_hd__nor2_1 13%, sky130_fd_sc_hd__a21oi_1 8.4%",
  "grt_util_all_layers": 0.02078,
  "gr-max-usage-layer": "met2",
  "seq_cells": 0,
  "pwr_cell_area_nw_per_um2": 113.4,
  "drtPass1Iterations": 2,
  "total_die_area_um2": 6400,
  "syn-cell-area_um2": 118.9,
  "syn2layout_area_growth_pct": 213.7,
  "max_cap_viol_count": 0,
  "synth.top_cells.by_count": "4 x sky130_fd_sc_hd__nand2_1, 4 x sky130_fd_sc_hd__nor2_1, 2 x sky130_fd_sc_hd__a21oi_1, 2 x sky130_fd_sc_hd__inv_1",
  "n_fill_cell": 404,
  "min_delay_path_depth": 3,
  "antennaDiodeCount": 0,
  "grt_start_max_net_pins": 7,
  "worst_path_cell_trace": "dlygate4sd2_1 -> or2_4 -> buf_4 -> a21oi_2 -> clkdlybuf4s50_1",
  "cp.depth": 5,
  "timing.critical_path.to_type": "primary output",
  "grt_util_met2": 0.03291,
  "clkPwrFrac": 0,
  "use_met1": 0.03098,
  "setup_repair_after_global_routing_missed_its_margin": "false",
  "internal_power_mw": 0.02320,
  "antenna_found_initial": 0,
  "slew-limit-headroom": 0.8582,
  "timing.fmax_mhz": 486.2,
  "power.switching_mw": 0.01908,
  "nClkBuffers": 0,
  "routed_wire_length_per_instance_um": 7.750,
  "dp_hpwl_um": 544.2,
  "drive_above_1_share": 0.4286,
  "worstMarginPinSlew_ns": 0.2109,
  "synth.distinct_cells": 14
}
power by group through the flow:
stage	logic [mW]	registers, mW	clock network, mW
final	0.0423	0	0
after global routing	0.0466	0	0
after CTS	0.0412	0	0
logic make-up after synthesis:
kind of cell           share of synthesized area
and+or+nand+nor                           0.6422
AOI/OAI and AO/OA                         0.1474
buffers and inverters                     0.1264
muxes                                    0.08421
per-layer routing:
layer  vias to the layer above  routed length [um]
li1                        116                   -
met1                       103                 328
met2                        10                 294
met3                         0                  59
met4                         0                   0
met5                         -                   0
worst paths after layout:
check	slack, ns	start	end
worst max-delay path	0.04	OP[4]	out[0]
worst min-delay path	1.18	OP[3]	out[6]
through the flow:
| stage | setup WS [ns] | power (mW) |
|---|---|---|
| 3_3_place_gp | -0.3539 | 0.04279 |
| 3_5_place_dp | -0.3569 | 0.04279 |
| 5_1_grt | 0.001024 | 0.04658 |
| 6_report | 0.04337 | 0.04228 |
| 2_1_floorplan | 0.5301 | 0.01032 |
| 4_1_cts | 0.005320 | 0.04119 |
worst min-delay path, stage by stage:
cell and delay [ns]:
sky130_fd_sc_hd__clkbuf_2 0.15, sky130_fd_sc_hd__nor4_2 0.06, sky130_fd_sc_hd__dlymetal6s2s_1 0.13
layout by cell type, fill, tap and decap left out, drive strengths merged:
cell type      count
dlygate4sd2        9
buf                8
nand2              4
nor2               4
or2                2
inv                2
a21oi              2
nand3              1
mux2i              1
nor4               1
or4                1
nand2b             1
o31ai              1
nand4              1
clkdlybuf4s15      1
clkbuf             1
dlymetal6s2s       1
clkdlybuf4s50      1
cell type report:
class | count | area (um^2) | share of cell area
inverter | 2 | 7.507 | 0.02013
multi-input combinational | 19 | 132.6 | 0.3557
timing repair buffer | 21 | 175.2 | 0.4698
tap | 46 | 57.56 | 0.1544
timing repair:
action | 4_1_cts | 5_1_grt
pin swaps | 3 | 0
setup endpoints to repair | 8 | 2
buffers inserted | 1 | 0
gates resized | 23 | 5
cloned | 0 | 0
hold buffers | 0 | 0
Power is estimated from default activity; no workload was simulated.
