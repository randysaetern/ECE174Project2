==> flow/design.v <==
module EXMEM (input [7:0] control, input [31:0] pcp, ALU,R2, input[4:0] WR, input zero,clk,reset,wipe,power,output reg[7:0] controlOUT, output reg[31:0] pcpOUT, ALUOUT,R2OUT, output reg[4:0] WROUT,output reg zeroOUT);
	always@(negedge clk)
	begin
		if(reset|wipe) begin
			controlOUT <= 0;
			pcpOUT <= 0;
			ALUOUT <= 0;
			R2OUT <= 0;
			WROUT <= 0;
			zeroOUT <= 0;
		end
		else if (power)begin
			controlOUT <= control;
			pcpOUT <= pcp;
			ALUOUT <= ALU;
			R2OUT <= R2;
			WROUT <= WR;
			zeroOUT <= zero;
		end
	end
endmodule
==> flow/run.sh <==
#!/bin/bash
# OpenROAD 26Q1-2900-gdf79404cd8, Yosys 0.63+post, stock flow scripts
make -C /OpenROAD-flow-scripts/flow DESIGN_CONFIG=/design/flow/config.mk WORK_HOME=/design/flow/orfs finish
==> flow/config.mk <==
export PLATFORM = sky130hd
export DESIGN_NAME = EXMEM
export DESIGN_NICKNAME = EXMEM
export VERILOG_FILES = /design/flow/design.v
export SDC_FILE = /design/flow/constraint.sdc
export NUM_CORES = 4
export LEC_CHECK = 1
export CORE_UTILIZATION = 40
==> flow/constraint.sdc <==
current_design EXMEM

set clk_period 3.2
set clk_io_pct 0.2

create_clock -name clk0 -period $clk_period [get_ports {clk}]

set non_clock_inputs [all_inputs -no_clocks]
set_input_delay [expr $clk_period * $clk_io_pct] -clock clk0 $non_clock_inputs
set_output_delay [expr $clk_period * $clk_io_pct] -clock clk0 [all_outputs]
==> impl_metrics.xml <==
<?xml version="1.0" encoding="UTF-8"?>
<metrics>
  <group name="outcome">
    <metric name="outcome" unit="">finished clean</metric>
  </group>
  <group name="yosys">
    <metric name="number_of_synthesis_warnings" unit="">1</metric>
    <metric name="synthesis.area" unit="µm²">3910</metric>
    <metric name="synth_simple_gate_area_share" unit="">0.107</metric>
    <metric name="synthAoiAreaFrac" unit="">0</metric>
    <metric name="synth_cells" unit="">356</metric>
    <metric name="synth_flops" unit="">110</metric>
    <metric name="synth.yosys.chip_area" unit="µm²">3910</metric>
    <metric name="avgSynthCellArea" unit="µm²">11.0</metric>
    <metric name="post_synth_mux_area_share" unit="">0.281</metric>
    <metric name="synthAdderAreaFrac" unit="">0</metric>
    <metric name="yosys_cells" unit="">356</metric>
    <metric name="synth-xor-area-share" unit="">0</metric>
    <metric name="top_logic_kind" unit="">multiplexers</metric>
    <metric name="yosysSeqAreaShare" unit="">0.563</metric>
    <metric name="synth_cell_type_count" unit="">9</metric>
  </group>
  <group name="die">
    <metric name="floorplanUtilization" unit="">0.417</metric>
    <metric name="die_height" unit="µm">101</metric>
    <metric name="floorplan.die.width" unit="µm">101</metric>
    <metric name="io_pins" unit="">224</metric>
    <metric name="placement_rows" unit="">35</metric>
    <metric name="floorplan.core_area" unit="µm²">9370</metric>
    <metric name="floorplan.die_area" unit="µm²">10200</metric>
  </group>
  <group name="power">
    <metric name="power.combinational.fraction" unit="">0.122</metric>
    <metric name="netSwitchingPower" unit="W">0.000955</metric>
    <metric name="clk_network_pwr_share" unit="">0.411</metric>
    <metric name="internal_power_component" unit="W">0.00215</metric>
    <metric name="leakage_power" unit="nW">3.47</metric>
    <metric name="power.density_cell_area" unit="nW/µm²">448</metric>
    <metric name="switching_power_share_of_the_total" unit="">0.307</metric>
    <metric name="power.ir.vdd_worst" unit="mV">0.362</metric>
    <metric name="p_seq_frac" unit="">0.468</metric>
  </group>
  <group name="cells_and_area">
    <metric name="synthToLayoutAreaGrowth" unit="%">77.1</metric>
    <metric name="drive_gt1_frac" unit="">0.214</metric>
    <metric name="layout.cells.non_filler" unit="">824</metric>
    <metric name="final_cell_area" unit="µm²">6930</metric>
  </group>
  <group name="worst_setup_path">
    <metric name="timing.setup.critical_path_class" unit="">reg -&gt; out</metric>
    <metric name="critical_path.max_fanout" unit="">2</metric>
    <metric name="timing.reg2reg.worst_path_depth" unit="">3</metric>
    <metric name="r2r_start" unit="">controlOUT[2]</metric>
    <metric name="timing.critical_path.required" unit="ns">2.56</metric>
    <metric name="slowest_stage_delay_on_critical_path" unit="ns">0.33</metric>
    <metric name="timing.reg2reg.setup_slack" unit="ns">2.48</metric>
    <metric name="critPathArrivalTime" unit="ns">2.51</metric>
    <metric name="endpoint_kind" unit="">output pin</metric>
    <metric name="r2r_end" unit="">controlOUT[2]</metric>
    <metric name="family_with_the_most_delay_on_the_worst_path" unit="">flip-flops</metric>
    <metric name="critical_path_slowest_stage_cell" unit="">sky130_fd_sc_hd__dfxtp_2</metric>
    <metric name="timing.critical_path.from_type" unit="">flip-flop</metric>
    <metric name="critical_path.cell_chain" unit="">clkdlybuf4s15_1</metric>
    <metric name="cp.buffers_inverters" unit="">1</metric>
  </group>
  <group name="global_route">
    <metric name="first_global_vias" unit="">3682</metric>
    <metric name="antenna_violations_before_repair" unit="">0</metric>
    <metric name="grt_start_max_net_pins" unit="">45</metric>
    <metric name="grt_overflow" unit="">0</metric>
    <metric name="grt_first_pass_wirelength" unit="µm">16000</metric>
    <metric name="groute.usage.overall" unit="">0.206</metric>
  </group>
  <group name="sta">
    <metric name="grt_setup_unrepaired" unit="">false</metric>
    <metric name="relSlewSlack" unit="">0.843</metric>
    <metric name="worst_pin_slew" unit="ns">0.236</metric>
    <metric name="fin_worst_skew" unit="ns">0</metric>
    <metric name="pins_over_their_slew_limit" unit="">0</metric>
    <metric name="timing.final.hold_violations" unit="">0</metric>
    <metric name="finalSetupViolCount" unit="">0</metric>
  </group>
  <group name="cts">
    <metric name="tritoncts" unit="">yes</metric>
    <metric name="numCtsBuffers" unit="">9</metric>
    <metric name="clk_root_buffer_cell" unit="">sky130_fd_sc_hd__clkbuf_8</metric>
    <metric name="clock_path_buffers" unit="">2</metric>
    <metric name="clock_pin_slew_worst_setup_and_hold_paths" unit="ns">0.05</metric>
    <metric name="cts_hold_repair.buffers" unit="">0</metric>
    <metric name="clk_ins_delay_skew_pair" unit="ns">0.41</metric>
    <metric name="tritoncts_num_sinks" unit="">110</metric>
    <metric name="htreeDepth" unit="">3</metric>
  </group>
  <group name="hold_path">
    <metric name="worstHoldPathType" unit="">reg -&gt; reg</metric>
    <metric name="min_to" unit="">pcpOUT[2]</metric>
    <metric name="min_from" unit="">pcpOUT[2]</metric>
    <metric name="holdPathStages" unit="">2</metric>
  </group>
  <group name="routing">
    <metric name="detailroute.via_count" unit="">3578</metric>
    <metric name="avgViaCountPerCell" unit="">4.34</metric>
    <metric name="drt_pass1_iterations" unit="">4</metric>
    <metric name="diodes" unit="">0</metric>
    <metric name="drt_wl_total" unit="µm">10500</metric>
    <metric name="drt-wirelength-per-cell" unit="µm">12.7</metric>
    <metric name="drt_drc_violations_left" unit="">0</metric>
    <metric name="ant_nets" unit="">0</metric>
    <metric name="drtIter0Drc" unit="">51</metric>
  </group>
  <group name="placed_design">
    <metric name="detailed_place.area" unit="µm²">6310</metric>
    <metric name="detailed_place_hpwl" unit="µm">7370</metric>
    <metric name="placed_cells_incl_taps" unit="">695</metric>
    <metric name="final_replace_weighted_congestion" unit="">0.785</metric>
    <metric name="port-buffer-count" unit="">223</metric>
  </group>
  <group name="flow_run">
    <metric name="log.warning_count" unit="">136</metric>
    <metric name="drv.max_cap_violation_count" unit="">0</metric>
  </group>
</metrics>
==> placed cells by master, fill, tap and decap left out, types with 3 or more instances in the layout <==
master	synthesis	routed
sky130_fd_sc_hd__buf_4	2	7
sky130_fd_sc_hd__dfxtp_2	0	97
sky130_fd_sc_hd__clkbuf_8	0	9
sky130_fd_sc_hd__nor2_1	110	110
sky130_fd_sc_hd__dfxtp_1	110	13
sky130_fd_sc_hd__inv_1	1	112
sky130_fd_sc_hd__mux2i_1	110	110
sky130_fd_sc_hd__inv_6	0	3
sky130_fd_sc_hd__clkdlybuf4s15_1	0	89
sky130_fd_sc_hd__clkdlybuf4s50_1	0	112
sky130_fd_sc_hd__clkbuf_2	0	20
sky130_fd_sc_hd__buf_12	0	8
==> cell type report <==
type                    instances  area, µm²
flip-flops and latches        110       2320
clock buffers                   9        124
repair buffers                238       2340
well taps                     129        161
clock inverters               117        458
fillers                       694       2440
multi-input cells             221       1520
==> registers in the layout, indices dropped and copies added (netlist names) <==
register,cells
ALUOUT,32
pcpOUT,32
controlOUT,8
R2OUT,32
zeroOUT,1
WROUT,5
==> power groups by stage <==
stage / registers, W / logic, W / clock network (W)
4_1_cts: 0.00145 / 0.000383 / 0.00134
5_1_grt: 0.00145 / 0.000410 / 0.00150
6_report: 0.00145 / 0.000379 / 0.00128
==> what timing repair did <==
item	CTS	global route
setup buffers	3	1
pin swaps	0	0
resized	265	74
endpoints found under the setup margin	110	64
endpoints found under the hold margin	0	0
==> tightest hold or removal path: stages (launching register included) <==
cell and delay [ns]:
sky130_fd_sc_hd__dfxtp_2 0.31, sky130_fd_sc_hd__mux2i_1 0.06, sky130_fd_sc_hd__nor2_1 0.07
==> synth_stat cells <==
library cell,count,area share
sky130_fd_sc_hd__buf_2,11,0.014
sky130_fd_sc_hd__buf_6,10,0.029
sky130_fd_sc_hd__nor2_1,110,0.11
sky130_fd_sc_hd__buf_4,2,0.0038
sky130_fd_sc_hd__or2_1,1,0.0016
sky130_fd_sc_hd__dfxtp_1,110,0.56
sky130_fd_sc_hd__inv_1,1,0.00096
sky130_fd_sc_hd__clkbuf_1,1,0.00096
sky130_fd_sc_hd__mux2i_1,110,0.28
==> kinds of logic after synthesis <==
family,after synthesis
simple gates,111
mux,110
flops,110
buf+inv,25
==> how the worst max path moves through the flow <==
| stage | slack [ns] | cells past startpoint | from | endpoint |
|---|---|---|---|---|
| after CTS | 0.0006 | 1 | pcpOUT[29] | pcpOUT[29] |
| after global routing | 0.002 | 1 | ALUOUT[14] | ALUOUT[14] |
| final | 0.05 | 1 | R2OUT[8] | R2OUT[8] |
==> routing by layer <==
layer | routed length (µm) | GRT usage | part of all wire | vias up
li1 | - | - | - | 1837
met1 | 4390 | 0.248 | 0.42 | 1573
met2 | 4720 | 0.307 | 0.45 | 161
met3 | 1300 | 0.123 | 0.12 | 7
met4 | 97 | 0.0747 | 0.0092 | 0
met5 | 0 | 0 | 0 | -
==> per-stage QoR <==
stage          worst slack, ns  utilization  power (W)  setup TNS (ns)  hold WS (ns)
2_1_floorplan            0.277            -    0.00182               0         0.437
3_3_place_gp            -0.111        0.673    0.00207          -10.12         0.471
3_5_place_dp            -0.120        0.673    0.00208          -11.44         0.480
4_1_cts               0.000583        0.742    0.00318               0         0.478
5_1_grt                0.00155        0.740    0.00337               0         0.494
6_report                0.0497        0.740    0.00311               0         0.475
Power figures rest on the tool's default switching activity, not on a simulated workload.
